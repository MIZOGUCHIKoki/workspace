`design/flow/design.v`:
```
module counter(CLK, RST_X, cnt);
  input RST_X, CLK;
  output reg [3:0] cnt;
  always @(posedge CLK)  begin
    if (!RST_X)
      cnt <= 4'h0;
    else
      cnt <= cnt + 4'h1;
  end
endmodule
```
`design/flow/run.sh`:
```
#!/bin/bash
# OpenROAD 26Q1-2900-gdf79404cd8, Yosys 0.63+post, stock flow scripts
make -C /OpenROAD-flow-scripts/flow DESIGN_CONFIG=/design/flow/config.mk WORK_HOME=/design/flow/orfs finish
```
`design/flow/config.mk`:
```
export PLATFORM = sky130hd
export DESIGN_NAME = counter
export DESIGN_NICKNAME = counter
export VERILOG_FILES = /design/flow/design.v
export SDC_FILE = /design/flow/constraint.sdc
export NUM_CORES = 4
export LEC_CHECK = 1
export CORE_AREA = 10 10 70 70
export DIE_AREA = 0 0 80 80
```
`design/flow/constraint.sdc`:
```
current_design counter

set clk_period 1.2
set clk_io_pct 0.2

create_clock -name clk0 -period $clk_period [get_ports {CLK}]

set non_clock_inputs [all_inputs -no_clocks]
set_input_delay [expr $clk_period * $clk_io_pct] -clock clk0 $non_clock_inputs
set_output_delay [expr $clk_period * $clk_io_pct] -clock clk0 [all_outputs]
```
==> results.py <==
# Metrics from the implementation run
metrics = {
    "worst_setup_path": {
        "startpoint_type": "register",
        "slowest_stage": "dfxtp_2",
        "worstPathCellList": "dlygate4sd2_1",
        "worstPathArrival_ps": 810,
        "worstSetupPathType": "reg -> out",
        "critPathCaptureType": "primary output",
        "critPathBufInv": 1,
        "required_ps": 960,
        "critPathTopFamily": "flip-flops",
        "crit_fanout": 4,
        "slowest_delay_ps": 330,
    },
    "final_timing": {
        "whs_ps": 431,
        "rsz0062_at_grt": "no",
        "fin_skew_ps": 0.253,
        "fmax_mhz": 950,
        "setup_violations": 0,
        "slew_viol_final": 0,
        "setup_ws_ps": 147,
        "final_hold_viol_count": 0,
        "worst_pin_slew_ps": 140,
        "timing.setup.tns_ps": 0,
        "period_needed_ps": 1050,
        "min_period_over_period_pct": 87.7,
        "relSlewSlack_pct": 90.6,
    },
    "clock_tree": {
        "clk_pin_slew_ps": 40,
        "clk_path_buf_depth": 2,
        "cts_inserted_buffers": 3,
        "cts_tree": "yes",
        "htreeDepth": 1,
        "clock_sinks": 4,
        "root_buffer": "clkbuf_4",
        "insertion_delay_ps": 230,
    },
    "logic_synthesis": {
        "yosys.area_share.simple_pct": 23.3,
        "adder_share_pct": 8.62,
        "syn_avg_cell_area_um2": 11.2,
        "logic_family": "simple AND/OR/NAND/NOR gates",
        "synth_flops": 4,
        "postSynthSeqShare_pct": 55.2,
        "synthDistinctLibCells": 9,
        "synthXorXnorAreaFrac_pct": 6.03,
        "aoi_share_pct": 0,
        "ys_cells": 13,
        "syn-cell-area_um2": 145,
        "yosys_area_um2": 145,
        "synth_cells": 13,
        "mux_area_share_pct": 6.90,
        "yosysWarnings": 1,
    },
    "global_routing": {
        "grt-ovfl-total": 0,
        "antenna_found_initial": 0,
        "grt_use_total_pct": 1.37,
        "grt_pass1_vias": 137,
        "grt_max_degree": 6,
        "grt_pass1_wl_um": 669,
    },
    "drt": {
        "vias_per_cell": 1.64,
        "drtIter0Drc": 2,
        "wire_per_inst_um": 5.81,
        "antenna_cells": 0,
        "ant_nets": 0,
        "num_vias": 110,
        "routed_wl_um": 389,
        "remaining_drc_errors": 0,
        "drt_pre_antenna_iters": 2,
    },
    "pwr": {
        "ir_drop_v": 0.000203,
        "power_leakage_nw": 0.122,
        "p_per_area_mw_per_mm2": 1250,
    },
    "floorplan": {
        "die_w_um": 80,
        "dieArea_mm2": 0.00640,
        "dieHeight_um": 80,
        "core_mm2": 0.00342,
        "io_pins": 6,
        "rows": 21,
        "fp_util_pct": 4.25,
    },
    "flow_run": {
        "cap_violations": 0,
        "tool_warnings": 25,
    },
    "min_path": {
        "hold_path_class": "reg -> reg",
    },
    "layout": {
        "largest_register_ffs": 4,
        "largest_register": "cnt",
        "drive_gt1_share_pct": 33.3,
        "top_regs": "cnt x4",
        "final_cells": 67,
        "area_delta_synth_final_pct": 89.7,
    },
    "place": {
        "place_inst": 64,
        "place.gp.congestion": 0.586,
        "io_buffers": 5,
        "place_ws_ps": 80.5,
    },
    "status": {
        "status": "finished clean",
    },
}
==> worst paths after layout <==
| path | from | to | slack (ps) | cells past startpoint |
|---|---|---|---|---|
| worst max-delay path | cnt[0] | cnt[0] | 150 | 1 |
| worst min register to register | cnt[0] | cnt[0] | 430 | 1 |
| worst min-delay path | cnt[0] | cnt[0] | 430 | 1 |
| worst max register to register | cnt[0] | cnt[2] | 270 | 3 |
==> kinds of logic (layout without fill, tap and decap cells) <==
logic type / after synthesis / count (layout)
and+or+nand+nor: 6 / 6
DFF: 4 / 4
adders and majority gates: 1 / 1
xor gates and xnor gates: 1 / 1
muxes: 1 / 1
buffers and inverters: 0 / 8
==> cells in the mapped netlist, drive strengths merged <==
master / instances / area [um2]
dfxtp: 4 / 80.1
and2: 2 / 12.5
ha: 1 / 12.5
mux2i: 1 / 10.0
nand2: 1 / 3.75
nand2b: 1 / 6.26
nand3: 1 / 5.00
nor2b: 1 / 6.26
xor2: 1 / 8.76
==> what timing repair did <==
action,4_1_cts,5_1_grt
hold buffers,0,0
resized,8,0
setup buffers,0,0
endpoints found under the setup margin,4,0
==> metal layers <==
metal  vias to the layer above  part of all wire [%]  GRT usage (%)
met5                         -                     0              0
li1                         58                     -              -
met4                         0                     0          0.704
met3                         0                    11           1.14
met2                         6                    26          0.963
met1                        46                    62           2.20
==> power breakdown <==
group / leakage (nW) / internal [mW] / switching [mW]
combinational: 0.0738 / 0.0184 / 0.00951
sequential: 0.0343 / 0.144 / 0.00749
clock: 0.0138 / 0.112 / 0.0539
==> stage by stage <==
| step | utilization [%] | instance area [um2] | power, mW |
|---|---|---|---|
| after floorplan | - | 145 | 0.159 |
| after global placement | 7.40 | 253 | 0.184 |
| after detailed placement | 7.40 | 253 | 0.187 |
| after CTS | 8.06 | 275 | 0.357 |
| after global routing | 8.06 | 275 | 0.377 |
| final | 8.06 | 275 | 0.345 |
==> placed cells by master, fill, tap and decap left out <==
| cell | instances |
|---|---|
| and2_1 | 2 |
| clkbuf_4 | 3 |
| clkdlybuf4s50_1 | 1 |
| dfxtp_2 | 4 |
| dlygate4sd2_1 | 4 |
| ha_1 | 1 |
| mux2i_1 | 1 |
| nand2_1 | 1 |
| nand2b_1 | 1 |
| nand3_1 | 1 |
| nor2b_1 | 1 |
| xor2_1 | 1 |
==> worst register-to-register path, delay by kind of cell, from the launching register on <==
| kind | cells | cell delay, ps |
|---|---|---|
| DFF | 1 | 330 |
| and+or+nand+nor | 1 | 150 |
| xor gates and xnor gates | 1 | 140 |
| adders and majority gates | 1 | 200 |
==> area by class of cell <==
class / count / area (um2)
sequential: 4 / 85.1
fill: 413 / 3140
multi-input combinational: 9 / 65.1
clock buffer: 3 / 22.5
timing repair buffer: 5 / 45.0
tap: 46 / 57.6
No activity file was given, so power comes from the tool's default toggle rates.
